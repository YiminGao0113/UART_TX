==> design/flow/design.v <==
module UART_TX_CTRL
#(parameter CLKS_PER_BIT = 10416,
  parameter BIT_INDEX_MAX = 10)
    (
        input           send,
        input [7:0]     data,
        input           clk,
        output          ready,
        output          UART_TX
    );
    parameter IDLE =        3'b000;
    parameter LOAD_BIT =    3'b010;
    parameter SEND_BIT =    3'b100;
    reg [2:0]   r_state = IDLE;
    reg [9:0]   tx_data;
    reg [3:0]   index   = 0;
    reg [13:0]   bitTmr  = 0;
    wire bitDone;
    reg txBit = 1'b1;
    assign bitDone = (bitTmr == CLKS_PER_BIT)? 1'b1: 1'b0;
    always @(posedge clk)
    begin
        case (r_state)
            IDLE:
                if (send == 1'b1)
                    r_state <= LOAD_BIT;
            LOAD_BIT:
                r_state <= SEND_BIT;
            SEND_BIT:
                if (bitDone == 1'b1)
                begin
                    if (index == BIT_INDEX_MAX)
                        r_state <= IDLE;
                    else
                        r_state <= LOAD_BIT;
                end
            default:
                r_state <= IDLE;
        endcase
    end
    always @(posedge clk)
    begin
        if (r_state == IDLE)
            bitTmr <= 0;
        else
            if (bitDone == 1'b1)
                bitTmr <= 0;
            else
                bitTmr <= bitTmr + 1;
    end
    always @(posedge clk)
    begin
        if (r_state == IDLE)
            index <= 0;
        else if(r_state == LOAD_BIT)
            index <= index + 1;
    end
    always @(posedge clk)
    begin
        if (send == 1'b1)
            tx_data <= {1'b1, data, 1'b0};
    end
    always @(posedge clk)
    begin
        if (r_state == IDLE)
            txBit <= 1'b1;
        else if(r_state == LOAD_BIT)
            txBit <= tx_data[index];
    end
    assign UART_TX = txBit;
    assign ready = (r_state == IDLE)? 1'b1: 1'b0;
endmodule
module top
(   
    input [3:0] button,
    input clk,
    output UART_TXD
);
reg [3:0] button0;
reg press3, press2, press1, press0;
wire press;
integer i;
parameter RESET_CNT_MAX = 200000;  
parameter RST_REG       = 3'b000;
parameter LD_INIT_STR   = 3'b001;
parameter SEND_CHAR     = 3'b010;
parameter RDY_LOW       = 3'b110;
parameter WAIT_RDY      = 3'b111;
parameter WAIT_BTN      = 3'b101;
parameter LD_BTN_STR    = 3'b100;
parameter line1dataEnd = 12;
parameter line2dataEnd = 13;
reg [7:0] uartData;
reg [7:0] strIndex;
reg [2:0] uartState;
reg [7:0] strEnd;
reg [7:0] sendStr [15:0];
reg uartSend;
wire uartRdy;
wire [7:0] line1data [15:0];
assign line1data[15]  = " ";
assign line1data[14]  = " ";
assign line1data[13]  = " ";
assign line1data[12]  = " ";
assign line1data[11]  = "H";
assign line1data[10]  = "e";
assign line1data[9]  = "l";
assign line1data[8]  = "l";
assign line1data[7]  = "o";
assign line1data[6]  = " ";
assign line1data[5]  = "W";
assign line1data[4]  = "o";
assign line1data[3]  = "r";
assign line1data[2]  = "l";
assign line1data[1] = "d";
assign line1data[0] = "!";
wire [7:0] line2data [15:0];
assign line2data[15]  = " ";
assign line2data[14]  = 4'h0A;
assign line2data[13]  = " ";
assign line2data[12]  = " ";
assign line2data[11]  = "!";
assign line2data[10]  = "n";
assign line2data[9]  = "i";
assign line2data[8]  = "m";
assign line2data[7]  = "i";
assign line2data[6]  = "Y";
assign line2data[5]  = " ";
assign line2data[4]  = "o";
assign line2data[3]  = "l";
assign line2data[2]  = "l";
assign line2data[1] = "e";
assign line2data[0] = "H";
always @(posedge clk)
begin
    case (uartState)
        RST_REG:
            uartState <= LD_INIT_STR;
        LD_INIT_STR:
            uartState <= SEND_CHAR;
        SEND_CHAR:
            uartState <= RDY_LOW;
        RDY_LOW:
            if (uartRdy == 1'b0)
                uartState <= WAIT_RDY;
        WAIT_RDY:
            if (uartRdy == 1'b1)
                if (strEnd == strIndex)
                    uartState <= WAIT_BTN;
                else
                    uartState <= SEND_CHAR;
        WAIT_BTN:
            if (press == 1'b1)
                uartState <= LD_BTN_STR;
        LD_BTN_STR:
            uartState <= SEND_CHAR;
        default:
            uartState <= RST_REG;
    endcase
end
always @(posedge clk)
begin
    if (uartState == LD_INIT_STR)
    begin
        strEnd <= 15;
        for (i = 0; i < 16; i = i + 1)
        begin
            sendStr[i] <= line1data[i];
        end
    end
    else if (uartState == LD_BTN_STR)
    begin
        strEnd <= 15;
        for (i = 0; i < 16; i = i + 1)
        begin
            sendStr[i] <= line2data[i];
        end
    end
end
always @(posedge clk)
begin
    if ((uartState == LD_INIT_STR) || (uartState == LD_BTN_STR))
        strIndex <= 0;
    else if(uartState == SEND_CHAR)
        strIndex <= strIndex + 1;
end
always @(posedge clk)
begin
    if (uartState == SEND_CHAR)
    begin
        uartSend <= 1'b1;
        uartData <= sendStr[strIndex];
    end
    else
        uartSend <= 1'b0;
end
always @ (posedge clk)
begin
    press3 <= (button[3] == 1'b0) && (button0[3] == 1'b1)? 1'b1 : 1'b0;
    press2 <= (button[2] == 1'b0) && (button0[2] == 1'b1)? 1'b1 : 1'b0;
    press1 <= (button[1] == 1'b0) && (button0[1] == 1'b1)? 1'b1 : 1'b0;
    press0 <= (button[0] == 1'b0) && (button0[0] == 1'b1)? 1'b1 : 1'b0;
    button0 <= button;
end
assign press = press3 | press2 | press1 | press0;
UART_TX_CTRL u(
    .send(uartSend),
    .data(uartData),
    .clk(clk),
    .ready(uartRdy),
    .UART_TX(UART_TXD)
);
endmodule
==> design/flow/run.sh <==
#!/bin/bash
# OpenROAD 26Q1-2900-gdf79404cd8, Yosys 0.63+post, stock flow scripts
make -C /OpenROAD-flow-scripts/flow DESIGN_CONFIG=/design/flow/config.mk WORK_HOME=/design/flow/orfs finish
==> design/flow/config.mk <==
export PLATFORM = sky130hd
export DESIGN_NAME = top
export DESIGN_NICKNAME = top
export VERILOG_FILES = /design/flow/design.v
export SDC_FILE = /design/flow/constraint.sdc
export NUM_CORES = 4
export LEC_CHECK = 1
export CORE_UTILIZATION = 30
==> design/flow/constraint.sdc <==
current_design top

set clk_period 2.9
set clk_io_pct 0.2

create_clock -name clk0 -period $clk_period [get_ports {clk}]

set non_clock_inputs [all_inputs -no_clocks]
set_input_delay [expr $clk_period * $clk_io_pct] -clock clk0 $non_clock_inputs
set_output_delay [expr $clk_period * $clk_io_pct] -clock clk0 [all_outputs]
==> impl_metrics.env <==
# yosys + openroad results
export IMPL_yosys_most_used_dff="dfxtp_1"
export IMPL_crit_path_start="strIndex[0]"
export IMPL_flop_area_um2=1330
export IMPL_cp_required_ns=3.06
export IMPL_area_growth_pct=10.7
export IMPL_finalCriticalPeriod_ns=2.04
export IMPL_min_from="uartData[6]"
export IMPL_worst_endpoint_arrival_ns=2.20
export IMPL_hpwlAfterDp_um=2820
export IMPL_total_power_mw=1.45
export IMPL_viasPerCell=4.77
export IMPL_io_pins=6
export IMPL_max_slew_margin_pct=58.6
export IMPL_clock_latency_ns=0.32
export IMPL_final_setup_viol_count=0
export IMPL_rr_worst_depth=6
export IMPL_chipArea_um2=9300
export IMPL_cts_buffers=9
export IMPL_yosys_stat_cells=279
export IMPL_ff2ff_setup_slack_ns=0.86
export IMPL_antenna_found_initial=0
export IMPL_worstHoldEndpoint="u.tx_data[7]"
export IMPL_portBuffers=5
export IMPL_syn_area_um2=2680
export IMPL_rsz0062_at_grt="false"
export IMPL_grt_start_max_net_pins=20
export IMPL_tritoncts="built"
export IMPL_clk_pin_slew_ns=0.06
export IMPL_worst_pin_slew_ns=0.620
export IMPL_finClkSkew_ns=0.00470
export IMPL_grt_use_total_pct=10.5
export IMPL_gp_congestion=0.892
export IMPL_cp_max_fo=8
export IMPL_edf_count=19
export IMPL_wl_um=4250
export IMPL_firstDrtPassIters=4
export IMPL_clk_path_buf_depth=2
export IMPL_ys_seq_share_pct=49.7
export IMPL_fin_cells=394
export IMPL_fillers=888
export IMPL_post_route_drc_count=0
export IMPL_powerDensity_nw_per_um2=490
export IMPL_fp_util_pct=30.8
export IMPL_ys_types=46
export IMPL_cts_root_buf="clkbuf_8"
export IMPL_drt_iter0_markers=95
export IMPL_fmax_mhz=490
export IMPL_grt_pass1_vias=1698
export IMPL_regToRegStartpoint="strIndex[0]"
export IMPL_dp_cells=378
export IMPL_critPathCaptureType="flop"
export IMPL_core_um2=8680
export IMPL_critPathKind="flop to flop"
export IMPL_cts_sinks=57
export IMPL_cts_resized=0
export IMPL_ys_area_um2=2680
export IMPL_final_period_utilization_pct=70.4
export IMPL_maxSlewViolCount=0
export IMPL_postRouteAntennaNets=0
export IMPL_hold_viol=0
export IMPL_grt_pass1_wl_um=7550
export IMPL_die_w_um=96.5
export IMPL_postSynthAreaPerCell_um2=9.59
export IMPL_post_cts_buffers=0
export IMPL_min_delay_path_class="flop to flop"
export IMPL_rows=34
export IMPL_vias=1879
export IMPL_diodes=0
export IMPL_yosys_warnings=3
export IMPL_synth_cells=279
export IMPL_reg2reg_to="uartData[3]"
export IMPL_dieHeight_um=96.5
export IMPL_holdPathStages=0
export IMPL_async_reset_ff_share_pct=0
export IMPL_cap_violations=0
export IMPL_mi_logic_area_um2=1200
export IMPL_warnings=31
export IMPL_drive_above_1_share_pct=8.39
export IMPL_overflow=0
export IMPL_timing_setup_tns_ns=0
export IMPL_wl_per_cell_um=10.8
export IMPL_startpoint_type="flop"
export IMPL_postCtsHoldBufs=0
export IMPL_ir_drop_mv=0.235
export IMPL_numSynthFlops=57
export IMPL_p_leak_nw=1.02
export IMPL_status="completed"
export IMPL_cts_htree_levels=3
worst max-delay path by stage:
stage	endpoint	slack (ns)	cells past startpoint
after CTS	uartData[3]	0.87	6
after global routing	uartData[3]	0.71	6
final	uartData[3]	0.86	6
through the flow:
step	area, µm²	worst slack (ns)	hold slack, ns	util, %
2_1_floorplan	2680	1.05	0.400	-
3_3_place_gp	2800	0.995	0.403	32.2
3_5_place_dp	2800	0.899	0.405	32.2
4_1_cts	2960	0.866	0.416	34.1
5_1_grt	2960	0.712	0.427	34.1
6_report	2960	0.859	0.416	34.1
layer usage:
metal  global-route usage (%)  share of wire [%]
met1                     15.8                 50
met2                     15.5                 44
met5                        0                  0
met3                     3.58                4.7
met4                     1.35               0.80
cells in the mapped netlist (all sizes together) (3+ instances only):
| cell | instances | share of area [%] |
|---|---|---|
| nor2b | 9 | 2.1 |
| nand3 | 7 | 1.3 |
| xor2 | 3 | 0.98 |
| nand2 | 20 | 2.8 |
| edfxtp | 19 | 21 |
| a21oi | 17 | 3.2 |
| nor2 | 31 | 4.7 |
| clkbuf | 12 | 1.7 |
| inv | 18 | 2.5 |
| buf | 4 | 1.3 |
| o22ai | 4 | 0.93 |
| dfxtp | 38 | 28 |
| nor4 | 7 | 1.9 |
| nand4 | 6 | 1.4 |
| xnor2 | 16 | 5.2 |
| nor3 | 6 | 1.1 |
| a211o | 3 | 1.0 |
| o21ai | 16 | 3.0 |
| ha | 9 | 4.2 |
| nand2b | 3 | 0.70 |
| o211ai | 4 | 1.1 |
cell families (layout without fill, tap and decap cells):
group / after synthesis / after routing / share of synthesized area, %
and+or+nand+nor: 98 / 98 / 19.0
AOI/OAI and AO/OA: 58 / 58 / 13.3
DFF: 57 / 57 / 49.7
buffers and inverters: 34 / 41 / 5.52
xor gates and xnor gates: 19 / 19 / 6.22
adders and majority gates: 10 / 10 / 4.58
muxes: 3 / 3 / 1.64
cells in the final DEF, fill, tap and decap left out, types with 2 or more instances in the layout:
master / Yosys / routed
dfxtp_1: 38 / 38
nor2_1: 27 / 27
nand2_1: 20 / 20
edfxtp_1: 19 / 19
inv_1: 18 / 18
a21oi_1: 17 / 17
o21ai_0: 16 / 16
xnor2_1: 16 / 16
clkbuf_8: 0 / 10
nor2b_1: 9 / 9
ha_1: 9 / 9
nand3_1: 7 / 7
nor4_1: 6 / 6
nor3_1: 6 / 6
nand4_1: 6 / 6
clkdlybuf4s50_1: 0 / 5
o211ai_1: 4 / 4
o22ai_1: 4 / 4
nor2_2: 4 / 4
nand2b_1: 3 / 3
xor2_1: 3 / 3
clkbuf_1: 12 / 3
o21a_1: 2 / 2
a211o_1: 2 / 2
a22oi_1: 2 / 2
o31ai_1: 2 / 2
a31oi_1: 2 / 2
a21o_1: 2 / 2
or4b_1: 2 / 2
or3_1: 2 / 2
buf_4: 1 / 2
flip-flops by register name (all words and copies together) (netlist names), 2 cells and up:
name,count
u.bitTmr,14
strIndex,8
u.tx_data,7
uartData,7
button0,4
u.index,4
uartState,3
sendStr,2
u.r_state,2
worst max-delay path, cell delays in order (launching register included):
cell	delay, ns
dfxtp_1	0.44
inv_1	0.09
ha_1	0.30
maj3_1	0.37
nor4_1	0.39
a21oi_1	0.16
o211ai_1	0.13
report_power, final:
group	leakage, nW	internal [mW]	switching (mW)
sequential	0.509	0.825	0.00119
clock	0.0811	0.330	0.286
combinational	0.430	0.00658	0.00217
total	1.02	1.16	0.289
final cells by class:
cell class	count	share of cell area (%)
tap	108	4.56
timing repair buffer	7	2.20
sequential	57	45.0
inverter	18	2.28
clock inverter	3	0.549
clock buffer	13	5.03
multi-input combinational	188	40.4
Power and IR drop assume default switching activity.
